**design/flow/run.sh**
```bash
#!/bin/bash
# OpenROAD 26Q1-2900-gdf79404cd8, Yosys 0.63+post, stock flow scripts
make -C /OpenROAD-flow-scripts/flow DESIGN_CONFIG=/design/flow/config.mk WORK_HOME=/design/flow/orfs finish
```
**design/flow/constraint.sdc**
```tcl
current_design TopLevel

set clk_period 5.4
set clk_io_pct 0.2

create_clock -name clk0 -period $clk_period [get_ports {clk}]

set non_clock_inputs [all_inputs -no_clocks]
set_input_delay [expr $clk_period * $clk_io_pct] -clock clk0 $non_clock_inputs
set_output_delay [expr $clk_period * $clk_io_pct] -clock clk0 [all_outputs]
```
**design/flow/config.mk**
```make
export PLATFORM = sky130hd
export DESIGN_NAME = TopLevel
export DESIGN_NICKNAME = TopLevel
export VERILOG_FILES = /design/flow/design.v
export SDC_FILE = /design/flow/constraint.sdc
export NUM_CORES = 4
export LEC_CHECK = 1
export CORE_UTILIZATION = 50
export SYNTH_MEMORY_MAX_BITS = 65536
```
**design/flow/design.v**
```verilog
module Font_ROM(
    input [6:0] char,
    input [2:0] row,
    output reg [4:0] pixels
);
    reg [4:0] font [0:127][0:6];
    initial begin
        font[72][0] = 5'b10001; font[72][1] = 5'b10001; font[72][2] = 5'b10001;
        font[72][3] = 5'b11111; font[72][4] = 5'b10001; font[72][5] = 5'b10001; font[72][6] = 5'b10001;
        font[69][0] = 5'b11111; font[69][1] = 5'b10000; font[69][2] = 5'b11110;
        font[69][3] = 5'b10000; font[69][4] = 5'b10000; font[69][5] = 5'b10000; font[69][6] = 5'b11111;
        font[76][0] = 5'b10000; font[76][1] = 5'b10000; font[76][2] = 5'b10000;
        font[76][3] = 5'b10000; font[76][4] = 5'b10000; font[76][5] = 5'b10000; font[76][6] = 5'b11111;
        font[79][0] = 5'b01110; font[79][1] = 5'b10001; font[79][2] = 5'b10001;
        font[79][3] = 5'b10001; font[79][4] = 5'b10001; font[79][5] = 5'b10001; font[79][6] = 5'b01110;
    end
    always @(*) begin
        pixels = font[char][row];
    end
endmodule
module Oled_Display(oled_clk, reset, frame_begin, sending_pixels,
  sample_pixel, pixel_index, pixel_data, cs, sdin, sclk, d_cn, resn, vccen,
  pmoden,teststate);
localparam Width = 96;
localparam Height = 64;
localparam PixelCount = Width * Height;
localparam PixelCountWidth = $clog2(PixelCount);
parameter ClkFreq = 6250000;  
input oled_clk, reset;
output frame_begin, sending_pixels, sample_pixel;
output [PixelCountWidth-1:0] pixel_index;
input [15:0] pixel_data;
output cs, sdin, sclk, d_cn, resn, vccen, pmoden;
output [4:0] teststate;
localparam FrameFreq = 60;
localparam FrameDiv = ClkFreq / FrameFreq;
localparam FrameDivWidth = $clog2(FrameDiv);
reg [FrameDivWidth-1:0] frame_counter;
assign frame_begin = frame_counter == 0;
localparam PowerDelay = 20;  
localparam ResetDelay = 3;  
localparam VccEnDelay = 20;  
localparam StartupCompleteDelay = 100;  
localparam MaxDelay = StartupCompleteDelay;
localparam MaxDelayCount = (ClkFreq * MaxDelay) / 1000;
reg [$clog2(MaxDelayCount)-1:0] delay;
localparam StateCount = 32;
localparam StateWidth = $clog2(StateCount);
localparam PowerUp = 5'b00000;
localparam Reset = 5'b00001;
localparam ReleaseReset = 5'b00011;
localparam EnableDriver = 5'b00010;
localparam DisplayOff = 5'b00110;
localparam SetRemapDisplayFormat = 5'b00111;
localparam SetStartLine = 5'b00101;
localparam SetOffset = 5'b00100;
localparam SetNormalDisplay = 5'b01100;
localparam SetMultiplexRatio = 5'b01101;
localparam SetMasterConfiguration = 5'b01111;
localparam DisablePowerSave = 5'b01110;
localparam SetPhaseAdjust = 5'b01010;
localparam SetDisplayClock = 5'b01011;
localparam SetSecondPrechargeA = 5'b01001;
localparam SetSecondPrechargeB = 5'b01000;
localparam SetSecondPrechargeC = 5'b11000;
localparam SetPrechargeLevel = 5'b11001;
localparam SetVCOMH = 5'b11011;
localparam SetMasterCurrent = 5'b11010;
localparam SetContrastA = 5'b11110;
localparam SetContrastB = 5'b11111;
localparam SetContrastC = 5'b11101;
localparam DisableScrolling = 5'b11100;
localparam ClearScreen = 5'b10100;
localparam VccEn = 5'b10101;
localparam DisplayOn = 5'b10111;
localparam PrepareNextFrame = 5'b10110;
localparam SetColAddress = 5'b10010;
localparam SetRowAddress = 5'b10011;
localparam WaitNextFrame = 5'b10001;
localparam SendPixel = 5'b10000;
assign sending_pixels = state == SendPixel;
assign resn = state != Reset;
assign d_cn = sending_pixels;
assign vccen = state == VccEn || state == DisplayOn ||
  state == PrepareNextFrame || state == SetColAddress ||
  state == SetRowAddress || state == WaitNextFrame || state == SendPixel;
assign pmoden = !reset;
reg [15:0] color;
reg [StateWidth-1:0] state;
wire [StateWidth-1:0] next_state = fsm_next_state(state, frame_begin, pixel_index);
function [StateWidth-1:0] fsm_next_state;
  input [StateWidth-1:0] state;
  input frame_begin;
  input [PixelCountWidth-1:0] pixels_remain;
  case (state)
    PowerUp: fsm_next_state = Reset;
    Reset: fsm_next_state = ReleaseReset;
    ReleaseReset: fsm_next_state = EnableDriver;
    EnableDriver: fsm_next_state = DisplayOff;
    DisplayOff: fsm_next_state = SetRemapDisplayFormat;
    SetRemapDisplayFormat: fsm_next_state = SetStartLine;
    SetStartLine: fsm_next_state = SetOffset;
    SetOffset: fsm_next_state = SetNormalDisplay;
    SetNormalDisplay: fsm_next_state = SetMultiplexRatio;
    SetMultiplexRatio: fsm_next_state = SetMasterConfiguration;
    SetMasterConfiguration: fsm_next_state = DisablePowerSave;
    DisablePowerSave: fsm_next_state = SetPhaseAdjust;
    SetPhaseAdjust: fsm_next_state = SetDisplayClock;
    SetDisplayClock: fsm_next_state = SetSecondPrechargeA;
    SetSecondPrechargeA: fsm_next_state = SetSecondPrechargeB;
    SetSecondPrechargeB: fsm_next_state = SetSecondPrechargeC;
    SetSecondPrechargeC: fsm_next_state = SetPrechargeLevel;
    SetPrechargeLevel: fsm_next_state = SetVCOMH;
    SetVCOMH: fsm_next_state = SetMasterCurrent;
    SetMasterCurrent: fsm_next_state = SetContrastA;
    SetContrastA: fsm_next_state = SetContrastB;
    SetContrastB: fsm_next_state = SetContrastC;
    SetContrastC: fsm_next_state = DisableScrolling;
    DisableScrolling: fsm_next_state = ClearScreen;
    ClearScreen: fsm_next_state = VccEn;
    VccEn: fsm_next_state = DisplayOn;
    DisplayOn: fsm_next_state = PrepareNextFrame;
    PrepareNextFrame: fsm_next_state = SetColAddress;
    SetColAddress: fsm_next_state = SetRowAddress;
    SetRowAddress: fsm_next_state = WaitNextFrame;
    WaitNextFrame: fsm_next_state = frame_begin ? SendPixel : WaitNextFrame;
    SendPixel: fsm_next_state = (pixel_index == PixelCount-1) ?
      PrepareNextFrame : SendPixel;
    default: fsm_next_state = PowerUp;
  endcase
endfunction
assign teststate=state;
localparam SpiCommandMaxWidth = 40;
localparam SpiCommandBitCountWidth = $clog2(SpiCommandMaxWidth);
reg [SpiCommandBitCountWidth-1:0] spi_word_bit_count;
reg [SpiCommandMaxWidth-1:0] spi_word;
wire spi_busy = spi_word_bit_count != 0;
assign cs = !spi_busy;
assign sclk = oled_clk | !spi_busy;
assign sdin = spi_word[SpiCommandMaxWidth-1] & spi_busy;
assign sample_pixel = (state == WaitNextFrame && frame_begin) ||
  (sending_pixels && frame_counter[3:0] == 0);
assign pixel_index = sending_pixels ?
  frame_counter[FrameDivWidth-1:$clog2(16)] : 0;
always @(negedge oled_clk) begin
  if (reset) begin
    frame_counter <= 0;
    delay <= 0;
    state <= 0;
    spi_word <= 0;
    spi_word_bit_count <= 0;
  end else begin
    frame_counter <= (frame_counter == FrameDiv-1) ? 0 : frame_counter + 1;
    if (spi_word_bit_count > 1) begin
      spi_word_bit_count <= spi_word_bit_count - 1;
      spi_word <= {spi_word[SpiCommandMaxWidth-2:0], 1'b0};
    end else if (delay != 0) begin
      spi_word <= 0;
      spi_word_bit_count <= 0;
      delay <= delay - 1;
    end else begin
      state <= next_state;
      case (next_state)
        PowerUp: begin
          spi_word <= 0;
          spi_word_bit_count <= 0;
          delay <= (ClkFreq * PowerDelay) / 1000;
        end
        Reset: begin
          spi_word <= 0;
          spi_word_bit_count <= 0;
          delay <= (ClkFreq * ResetDelay) / 1000;
        end
        ReleaseReset: begin
          spi_word <= 0;
          spi_word_bit_count <= 0;
          delay <= (ClkFreq * ResetDelay) / 1000;
        end
        EnableDriver: begin
          spi_word <= {16'hFD12, {SpiCommandMaxWidth-16{1'b0}}};
          spi_word_bit_count <= 16;
          delay <= 1;
        end
        DisplayOff: begin
          spi_word <= {8'hAE, {SpiCommandMaxWidth-8{1'b0}}};
          spi_word_bit_count <= 8;
          delay <= 1;
        end
        SetRemapDisplayFormat: begin
          spi_word <= {16'hA072, {SpiCommandMaxWidth-16{1'b0}}};
          spi_word_bit_count <= 16;
          delay <= 1;
        end
        SetStartLine: begin
          spi_word <= {16'hA100, {SpiCommandMaxWidth-16{1'b0}}};
          spi_word_bit_count <= 16;
          delay <= 1;
        end
        SetOffset: begin
          spi_word <= {16'hA200, {SpiCommandMaxWidth-16{1'b0}}};
          spi_word_bit_count <= 16;
          delay <= 1;
        end
        SetNormalDisplay: begin
          spi_word <= {8'hA4, {SpiCommandMaxWidth-8{1'b0}}};
          spi_word_bit_count <= 8;
          delay <= 1;
        end
        SetMultiplexRatio: begin
          spi_word <= {16'hA83F, {SpiCommandMaxWidth-16{1'b0}}};
          spi_word_bit_count <= 16;
          delay <= 1;
        end
        SetMasterConfiguration: begin
          spi_word <= {16'hAD8E, {SpiCommandMaxWidth-16{1'b0}}};
          spi_word_bit_count <= 16;
          delay <= 1;
        end
        DisablePowerSave: begin
          spi_word <= {16'hB00B, {SpiCommandMaxWidth-16{1'b0}}};
          spi_word_bit_count <= 16;
          delay <= 1;
        end
        SetPhaseAdjust: begin
          spi_word <= {16'hB131, {SpiCommandMaxWidth-16{1'b0}}};
          spi_word_bit_count <= 16;
          delay <= 1;
        end
        SetDisplayClock: begin
          spi_word <= {16'hB3F0, {SpiCommandMaxWidth-16{1'b0}}};
          spi_word_bit_count <= 16;
          delay <= 1;
        end
        SetSecondPrechargeA: begin
          spi_word <= {16'h8A64, {SpiCommandMaxWidth-16{1'b0}}};
          spi_word_bit_count <= 16;
          delay <= 1;
        end
        SetSecondPrechargeB: begin
          spi_word <= {16'h8B78, {SpiCommandMaxWidth-16{1'b0}}};
          spi_word_bit_count <= 16;
          delay <= 1;
        end
        SetSecondPrechargeC: begin
          spi_word <= {16'h8C64, {SpiCommandMaxWidth-16{1'b0}}};
          spi_word_bit_count <= 16;
          delay <= 1;
        end
        SetPrechargeLevel: begin
          spi_word <= {16'hBB3A, {SpiCommandMaxWidth-16{1'b0}}};
          spi_word_bit_count <= 16;
          delay <= 1;
        end
        SetVCOMH: begin
          spi_word <= {16'hBE3E, {SpiCommandMaxWidth-16{1'b0}}};
          spi_word_bit_count <= 16;
          delay <= 1;
        end
        SetMasterCurrent: begin
          spi_word <= {16'h8706, {SpiCommandMaxWidth-16{1'b0}}};
          spi_word_bit_count <= 16;
          delay <= 1;
        end
        SetContrastA: begin
          spi_word <= {16'h8191, {SpiCommandMaxWidth-16{1'b0}}};
          spi_word_bit_count <= 16;
          delay <= 1;
        end
        SetContrastB: begin
          spi_word <= {16'h8250, {SpiCommandMaxWidth-16{1'b0}}};
          spi_word_bit_count <= 16;
          delay <= 1;
        end
        SetContrastC: begin
          spi_word <= {16'h837D, {SpiCommandMaxWidth-16{1'b0}}};
          spi_word_bit_count <= 16;
          delay <= 1;
        end
        DisableScrolling: begin
          spi_word <= {8'h25, {SpiCommandMaxWidth-8{1'b0}}};
          spi_word_bit_count <= 8;
          delay <= 1;
        end
        ClearScreen: begin
          spi_word <= {40'h2500005F3F, {SpiCommandMaxWidth-40{1'b0}}};
          spi_word_bit_count <= 40;
          delay <= 1;
        end
        VccEn: begin
          spi_word <= 0;
          spi_word_bit_count <= 0;
          delay <= (ClkFreq * VccEnDelay) / 1000;
        end
        DisplayOn: begin
          spi_word <= {8'hAF, {SpiCommandMaxWidth-8{1'b0}}};
          spi_word_bit_count <= 8;
          delay <= (ClkFreq * StartupCompleteDelay) / 1000;
        end
        PrepareNextFrame: begin
          spi_word <= 0;
          spi_word_bit_count <= 0;
          delay <= 1;
        end
        SetColAddress: begin
          spi_word <= {24'h15005F, {SpiCommandMaxWidth-24{1'b0}}};
          spi_word_bit_count <= 24;
          delay <= 1;
        end
        SetRowAddress: begin
          spi_word <= {24'h75003F, {SpiCommandMaxWidth-24{1'b0}}};
          spi_word_bit_count <= 24;
          delay <= 1;
        end
        WaitNextFrame: begin
          spi_word <= 0;
          spi_word_bit_count <= 0;
          delay <= 0;
        end
        SendPixel: begin
          spi_word <= {pixel_data, {SpiCommandMaxWidth-16{1'b0}}};
          spi_word_bit_count <= 16;
          delay <= 0;
        end
        default: begin
          spi_word <= 0;
          spi_word_bit_count <= 0;
          delay <= 0;
        end
      endcase
    end
  end
end
endmodule
module TextScroller_Hello_Orange_Scaled_Centered #(
    parameter WIDTH = 96,
    parameter HEIGHT = 64,
    parameter SCALE = 2  
)(
    input clk,
    input reset,
    input [12:0] pixel_index,
    output reg [15:0] pixel_data
);
    localparam MSG_LEN = 7;
    reg [6:0] message [0:MSG_LEN-1];
    initial begin
        message[0] = 7'd32;  
        message[1] = 7'd72;  
        message[2] = 7'd69;  
        message[3] = 7'd76;  
        message[4] = 7'd76;  
        message[5] = 7'd79;  
        message[6] = 7'd32;  
    end
    localparam FONT_W = 6;  
    localparam FONT_H = 7;
    localparam SCALED_FONT_W = FONT_W * SCALE;
    localparam SCALED_FONT_H = FONT_H * SCALE;
    localparam MSG_PIXELS = MSG_LEN * SCALED_FONT_W;
    localparam V_OFFSET = (HEIGHT - SCALED_FONT_H) / 2;
    reg [9:0] scroll_x = 0;
    reg [23:0] frame_count = 0;
    always @(posedge clk) begin
        if (reset) begin
            scroll_x <= 0;
            frame_count <= 0;
        end else begin
            frame_count <= frame_count + 1;
            if (frame_count == 50000) begin  
                frame_count <= 0;
                if (scroll_x == MSG_LEN * SCALED_FONT_W - 1)
                    scroll_x <= 0;
                else
                    scroll_x <= scroll_x + 1;
            end
        end
    end
    wire [6:0] x = pixel_index % WIDTH;
    wire [6:0] y = pixel_index / WIDTH;
    wire [6:0] y_text = y - V_OFFSET;
    wire [10:0] msg_x = (x + scroll_x) % (MSG_LEN * SCALED_FONT_W);
    wire [2:0] char_idx = msg_x / SCALED_FONT_W;
    wire [5:0] char_col_scaled = msg_x % SCALED_FONT_W;
    wire [2:0] char_col = char_col_scaled / SCALE;
    wire [2:0] char_row = y_text / SCALE;
    wire [6:0] char = message[char_idx];
    wire [4:0] font_pixels;
    Font_ROM font_rom(
        .char(char),
        .row(char_row),
        .pixels(font_pixels)
    );
    always @(*) begin
        if (y >= V_OFFSET && y < (V_OFFSET + SCALED_FONT_H) && char_col < 5 && char_row < FONT_H && font_pixels[4-char_col])
            pixel_data = 16'hFDA0;  
        else
            pixel_data = 16'h0000;  
    end
endmodule
module TopLevel(
    input clk,         
    input reset,
    output cs, sdin, sclk, d_cn, resn, vccen, pmoden
);
    wire oled_clk;
    wire [12:0] pixel_index;
    wire [15:0] pixel_data;
    wire frame_begin, sending_pixels, sample_pixel;
    wire [4:0] teststate;
    clock_divider #(.DIVISOR(8)) clkdiv(
        .clk_in(clk),
        .rst(reset),
        .clk_out(oled_clk)
    );
    TextScroller_Hello_Orange_Scaled_Centered scroller(
        .clk(oled_clk),
        .reset(reset),
        .pixel_index(pixel_index),
        .pixel_data(pixel_data)
    );
    Oled_Display oled(
        .oled_clk(oled_clk),
        .reset(reset),
        .frame_begin(frame_begin),
        .sending_pixels(sending_pixels),
        .sample_pixel(sample_pixel),
        .pixel_index(pixel_index),
        .pixel_data(pixel_data),
        .cs(cs),
        .sdin(sdin),
        .sclk(sclk),
        .d_cn(d_cn),
        .resn(resn),
        .vccen(vccen),
        .pmoden(pmoden),
        .teststate(teststate)
    );
endmodule
module clock_divider #(parameter DIVISOR = 8)(
    input clk_in,
    input rst,
    output reg clk_out
);
    reg [$clog2(DIVISOR)-1:0] counter = 0;
    always @(posedge clk_in or posedge rst) begin
        if (rst) begin
            counter <= 0;
            clk_out <= 0;
        end else if (counter == DIVISOR-1) begin
            counter <= 0;
            clk_out <= ~clk_out;
        end else begin
            counter <= counter + 1;
        end
    end
endmodule
```
==> datasheet_impl.txt <==
Implementation parameters

Parameter                              Value

Outcome
  Status    finished, final reports clean

Finish
  Design Area, Final    ~10000 um2
  Fraction of layout instances using a drive strength above 1    under 10%
  Fillcell total    1899
  Flop area    ~2500 um2
  Area of the multi-input gates    6820 um2
  Most instantiated logic cells after routing    158 x nor2_1, 131 x nand2_1, 122 x dfxtp_1
  P&R area growth vs syn    4.18%
  Share of the core filled with cells    a little over half
  Final std cells w/o fill    1530
  Most instantiated logic cell after routing    nor2_1

Clock tree
  Number of CTS-inserted buffers    3
  # Post-CTS Setup Buffers    0
  Clock Latency Late Sink    ~220 ps
  Clock Root Buffer    clkbuf_16
  Clock transition at the registers of the reported paths    ~30 ps
  CTS tree    built
  Count of cells resized by post-cts repair    0
  Maximum clock path buffer count    2
  H-tree levels    1
  Count of hold-fix buffers inserted at cts    0

Final timing
  Finish-stage setup viols    0
  Slew HR    between 40% and 50%
  RSZ-0062 raised after global routing    no
  Number of failing hold endpoints at the final stage    0
  Measured slew at the worst slew-check pin    approximately 830 ps
  Number of register pins that no clock reaches    approximately 120
  Fin crit share    about three quarters
  Count of endpoints without a timing constraint    around 130
  Post-layout minimum cycle time    roughly 4100 ps
  Final tally of max-slew violations    0
  Fmax achieved    around 240 MHz
  Setup TNS after final layout    0 ps
  Worst Clk Skew    about 0.92 ps

Setup path
  CP Capture Type    primary output
  Destination of the worst register-to-register timing path    clkdiv.clk_out
  FF-to-FF setup slack    4300 ps
  Required time at the endpoint of the critical path    4320 ps
  Peak fanout along the critical path    27
  Worst r2r src    clkdiv.counter[0]
  Startpoint kind of the worst setup timing path    primary input
  CP Class    in -> out
  Data arrival time at the worst-slack endpoint    between 3000 and 4000 ps
  Number of cells on the worst reg-to-reg path    3

Job
  Max-cap violations    0
  Number of logged tool warnings    38

GRT
  Overall track demand over capacity in global routing    approximately a quarter
  Overflow after GRT    0
  Maximum number of pins on one net before global-route repair    between 80 and 90
  Vias in the first global route    ~8200
  Global-route wire length before repair    between 40000 and 50000 um
  Number of antenna violations at the first check in global routing    0

Hold path
  Endpoint of the worst hold-timing path    clkdiv.counter[0]
  Min-Delay Path Depth    1
  Class of the most critical hold timing path    reg -> reg
  Hold path startpoint    clkdiv.counter[0]

Placed design
  Number of placed cells counting well taps    roughly 1500
  Post-detailed-placement cell area    approximately 10000 um2
  HPWL after DPL    17900 um
  Count of buffers inserted at the top-level ports    8
  Routability congestion estimate    0.949

Die
  Ports    9
  Die span in x    142 um
  Row count    50
  Area of the core    18900 um2
  Floorplan utilization    between 50% and 60%
  Die area    roughly 20000 um2
  Height of the die    ~140 um

Route
  First DRT Iteration DRCs    between 600 and 700
  # diodes    0
  Residual DRC count    0
  Via count normalized by instance count    slightly below 6
  Routed WL    about 24000 um
  Routed via count    9020
  Length of the first detailed-routing pass in iterations    5
  Wire length per cell after detailed routing    around 16 um
  Antenna Violating Nets Remaining    0

Power and ir drop
  Total power after layout    between 0.15 and 0.2 mW
  Pint    ~0.13 mW
  Switching Power    ~0.038 mW
  Switching Share    between 20% and 30%
  Power density over the cells    16.5 nW/um2
  Part of the total power dissipated in combinational logic    between 10% and 20%
  P_leak    4.06 nW
  Peak VDD IR    between 0.07 and 0.08 mV
  Share of total power in the clock network    between 60% and 70%
  Sequential share of power    a little under a fifth

Yosys
  Part of the Yosys area used for sequential elements    a little over a quarter
  Share of async-settable or async-resettable flops after synthesis    3.17%
  Count of cell types in the netlist    about 92
  Number of cell instances after yosys synthesis    around 1300
  Average cell area after synthesis    around 7.5 um2
  Number of warning messages in the yosys log    4
  Commonest flop    dfxtp_1
  Flip-flops with a built-in enable    0
  Yosys reg bits    about 130
  Number of cells produced by synthesis    1303
  Synthesized cell area    roughly 9800 um2
  Summed standard-cell area reported by yosys    between 9000 and 10000 um2
==> state kept, by name (all words and copies together), names as in the netlist <==
signal                   cells
scroller.scroll_x           10
oled.spi_word_bit_count      6
clkdiv.clk_out               1
scroller.frame_count        24
oled.state                   5
oled.frame_counter          17
clkdiv.counter               3
oled.delay                  20
oled.spi_word               40
==> power groups by stage <==
stage         Sequential, mW  Clock [mW]  Combinational, mW
CTS                   0.0307       0.117             0.0234
global route          0.0306       0.119             0.0251
finish                0.0307       0.114             0.0229
==> worst max path at each step <==
stage / startpoint / endpoint / slack [ps] / depth (start not counted)
after CTS: reset / pmoden / 1230 / 4
after global routing: reset / pmoden / 1160 / 4
final: reset / pmoden / 1260 / 4
==> area by class of cell <==
| type | instances | share of cell area [%] |
|---|---|---|
| multi-input combinational | 1069 | 67.1 |
| timing repair buffer | 31 | 2.48 |
| sequential | 126 | 25.0 |
| inverter | 41 | 1.51 |
| clock buffer | 3 | 0.738 |
| tap | 260 | 3.20 |
==> critical path: stages <==
cell and delay, ps:
clkdlybuf4s50_1 450, buf_4 310, clkinv_1 620, clkdlybuf4s50_1 600
==> stage by stage <==
step / hold slack, ps / setup slack [ps]
6_report: 425 / 1260
3_3_place_gp: 418 / 1250
5_1_grt: 451 / 1160
4_1_cts: 431 / 1230
3_5_place_dp: 423 / 1230
2_1_floorplan: 403 / 2580
==> kinds of logic after synthesis <==
| kind of cell | share of synthesized area (%) |
|---|---|
| fa+ha+maj | 6.48 |
| compound gates | 25.8 |
| mux | 2.60 |
| buf+inv | 4.24 |
| flops | 26.0 |
| xor+xnor | 8.05 |
| simple gates | 26.8 |
==> metal layers <==
metal  wire [um]  vias up  global-route usage [%]
met5           0        -                       0
met3         706       26                   0.963
li1            -     4675                       -
met2       11200      188                    40.8
met1       12000     4131                    38.5
met4         317        0                    3.68
==> synth_stat cells (all sizes together) (7+ instances only) <==
cell	number	area share, %
a2111oi	9	0.87
a211oi	9	0.85
a21o	21	1.6
a21oi	95	4.9
a22o	7	0.63
a31oi	14	0.96
a32oi	7	0.63
and2	15	0.96
and3	24	1.5
buf	11	0.51
clkbuf	56	2.2
dfxtp	122	25
ha	45	5.8
inv	39	1.5
mux2	7	0.88
mux2i	16	1.7
nand2	132	5.1
nand2b	20	1.3
nand3	56	2.9
nand4	11	0.70
nor2	159	6.1
nor2b	10	0.64
nor3	38	2.0
nor4	23	1.5
o2111ai	8	0.72
o211a	8	0.82
o211ai	19	1.6
o21a	13	1.0
o21ai	80	4.4
o22ai	12	0.77
o31ai	10	0.82
or2	11	0.70
or3	11	0.70
or4	9	0.69
xnor2	45	4.2
xor2	43	3.9
No activity file was given, so power comes from the tool's default toggle rates.
